$ cat ./constraint.sdc
current_design uart_top

set clk_period 3.5
set clk_io_pct 0.2

create_clock -name clk0 -period $clk_period [get_ports {CLK}]

set non_clock_inputs [all_inputs -no_clocks]
set_input_delay [expr $clk_period * $clk_io_pct] -clock clk0 $non_clock_inputs
set_output_delay [expr $clk_period * $clk_io_pct] -clock clk0 [all_outputs]
$ cat ./design.v
module rom (
    input  wire       clk,
    input  wire [2:0] addr,
    output reg  [7:0] q
);
    always @(posedge clk) begin
        case (addr)
            3'b000: q = 8'b01011011;   
            3'b001: q = 8'b01000110;   
            3'b010: q = 8'b01010000;   
            3'b011: q = 8'b01000111;   
            3'b100: q = 8'b01000001;   
            3'b101: q = 8'b01011101;   
            3'b110: q = 8'b00001101;   
            3'b111: q = 8'b00001010;   
        endcase
    end
endmodule
module uart_top (
    input  wire CLK,
    output wire TXD
);
    wire [2:0] addr_rom;
    wire [7:0] uart_data;
    rom rom (
        .addr(addr_rom),
        .clk (CLK),
        .q   (uart_data)
    );
    uart_tx uart_tx (
        .clk     (CLK),
        .data    (uart_data),
        .q       (TXD),
        .addr_rom(addr_rom)
    );
endmodule
module uart_tx (
    input wire clk,   
    input wire [7:0] data,   
    output reg q = 1'b1,   
    output reg [2:0] addr_rom = 3'b000   
);
    reg [13:0] cnt = 14'b0;
    reg [3:0] bit_num = 4'b1111;
    reg start;
    wire bit_start = (cnt == 100_000_000 / 9600);   
    wire idle = (bit_num == 4'hF);   
    always @(posedge clk) begin
        if (start && idle) begin
            cnt      <= 14'd0;
            addr_rom <= addr_rom + 1'b1;
        end else if (bit_start) begin
            cnt <= 14'd0;
        end else begin
            cnt <= cnt + 14'd1;
        end
    end
    always @(posedge clk) begin
        if (start && idle) begin
            bit_num <= 4'h0;
            q       <= 1'b0;   
        end else if (bit_start) begin
            case (bit_num)
                4'h0: begin
                    bit_num <= 4'h1;
                    q       <= data[0];
                end
                4'h1: begin
                    bit_num <= 4'h2;
                    q       <= data[1];
                end
                4'h2: begin
                    bit_num <= 4'h3;
                    q       <= data[2];
                end
                4'h3: begin
                    bit_num <= 4'h4;
                    q       <= data[3];
                end
                4'h4: begin
                    bit_num <= 4'h5;
                    q       <= data[4];
                end
                4'h5: begin
                    bit_num <= 4'h6;
                    q       <= data[5];
                end
                4'h6: begin
                    bit_num <= 4'h7;
                    q       <= data[6];
                end
                4'h7: begin
                    bit_num <= 4'h8;
                    q       <= data[7];
                end
                4'h8: begin
                    bit_num <= 4'h9;
                    q       <= 1'b1;
                end   
                default: begin
                    bit_num <= 4'hF;
                    start   <= 1;
                end
            endcase
        end
    end
endmodule
$ cat ./config.mk
export PLATFORM = sky130hd
export DESIGN_NAME = uart_top
export DESIGN_NICKNAME = uart_top
export VERILOG_FILES = /design/flow/design.v
export SDC_FILE = /design/flow/constraint.sdc
export NUM_CORES = 4
export LEC_CHECK = 1
export CORE_AREA = 10 10 93 93
export DIE_AREA = 0 0 103 103
$ cat ./run.sh
#!/bin/bash
# OpenROAD 26Q1-2900-gdf79404cd8, Yosys 0.63+post, stock flow scripts
make -C /OpenROAD-flow-scripts/flow DESIGN_CONFIG=/design/flow/config.mk WORK_HOME=/design/flow/orfs finish
==> summary.txt <==
Results of the run.

The total negative slack is 0 ns. The number of max-slew violations in the final report is 0. For this run the aggregate overflow at the end of global routing stands at 0. The standard cell with the maximum stage delay on the critical path is or2_0. The maximum VDD drop is around 210 uV. The root buffer selected by CTS is clkbuf_8. The worst setup path is captured at a register.

The count of nets left with antenna violations once routing finished came out at 0. The final layout report lists a filler cell count of 738. Setup repair after global routing left no endpoint under its margin. The number of warning messages in the logs is 30. The commonest register cell is dfxtp_1. For this run the top cell type by instance count after synthesis was dfxtp_1.

The first global-routing pass estimated around 3300 um of wire. The effective utilization at floorplan is 19.5%. Sequential cells were found to cover between 40 and 50% of the synthesized design area. Cells with a size suffix above 1 make up 6.38% of the layout. Per the synth log, the flip-flop and latch total comes to 28. The buffer depth of the longest clock path is 2. Per STA, the worst path is made up of or4_4 -> nor4_4 -> or2_0 -> nor2_1. The total die size is 10,600 um2.

The worst-path maximum fanout is 14. The cell class contributing the biggest share of worst-path delay is simple AND/OR/NAND/NOR gates. The minimum clock period is 2.24 ns. Gates resized during post-CTS repair numbered 0. Looking at the setup timing report, the critical path kind is reg -> reg. The maximum number of pins on one net before global-route repair is 17.

According to the floorplan report, the die height is 103 um. The routed layout has approximately 900 vias. The first-iteration detailed-routing DRC count is about 65. CTS added clock buffers totalling 3. The number of hold buffers added after cts is 0. Per the synthesis report, the dominant area consumer among library cells is dfxtp_1.

The number of I/O port buffers is 1. The synthesis report lists the most area-consuming cells as dfxtp_1 (38%), edfxtp_1 (6.8%), ha_1 (6.7%). The longest incremental delay of any stage on the critical path is reported as 0.69 ns. According to the floorplan log, the row count is 30. The top-level port count is 2.

The portion of synthesized area spent on multiplexers is 3.90%. In the post-route report, total wirelength is listed as 1990 um. Per the detail_route report, DRC violations left total 0. Dividing the detail-routed via count by the number of cells gives 4.05. The mean cell area of the mapped netlist is roughly 9.2 um2. From synthesis to final layout, the design area changed by 10.9%.

The initial antenna violation count was 0. Before antenna repair, the detailed router went through 4 iterations. In this run the number of H-tree levels came out at 1. TritonCTS built the clock tree. Note, the detailed placer reported a final HPWL of around 1400 um. Measured against its own limit, the worst slew margin works out to between 40% and 50%. The required time of the critical path is 3.63 ns. For this run, the top clock speed supported by timing is 447 MHz.

For the worst-skew pair, the clock arrives at the later sink with an insertion delay of 0.27 ns. For reference, the top cells by count after synthesis are dfxtp_1 (25), nor2_1 (20), nand2_1 (13). Cells fill a little over a fifth of the core in the end. The synthesis log from Yosys contains 2 warnings. Per the detail_route report, inserted antenna diodes total 0. The worst setup slack after layout is about 1.3 ns. By area, the combinational part of the netlist is dominated by simple AND/OR/NAND/NOR gates.

The routability congestion estimate from global placement is 0.784. Overall routing resource usage recorded by global route was 3.60%. The final hold violation count is 0. The top-area cell type share of the netlist area is around two fifths. The synth_stat.txt file lists the number of cells as 143. The power after layout is 574 uW. The fraction of synthesis flops using an asynchronous set or reset pin is 0%. The area of placed instances is approximately 1400 um2.

The cell-mix breakdown from Yosys lists the simple-gate area share as 23.1%. Counting every sink on the clock net gives 28. The total standard cell area after synthesis is 1320 um2. For this run, the chip area from Yosys synthesis comes to about 1300 um2. The worst setup slack after placement is roughly 1.3 ns.

Yosys mapped the design onto 37 distinct sky130hd cell types. In this run, synthesis inferred 3 flip-flops with an integrated enable. The core outline area is 6760 um2. The xor-xnor portion of the synthesized cell area is 7.98%. The die is a little over 100 um wide. Dividing the detail-routed wire length by the instance count gives 8.99 um. The final setup violation count is 0.

The registers of the reported paths see a clock transition of 0.09 ns. The run finished with clean final reports. STA reports the tightest min-delay check as being of type reg -> reg.

The number of maximum-capacitance violations recorded for the run is 0. The adder and majority gate portion of the synthesized area is 7.41%. The via count of the first global-routing pass is between 700 and 800. The worst setup path is launched from a register. Data arrives at the worst endpoint at 2.37 ns. The transition at the pin with the smallest max-transition slack is about 0.82 ns. The post-synthesis instance total is 143.

The post-CTS setup-driven buffer insertion count is 0. The worst reg-to-reg setup slack is 1.26 ns. The complex-gate fraction of the synthesized area is 7.03%.

The static leakage is 0.000496 uW. The final worst-path cycle share is 63.9%. The number of buffers and inverters on the critical path is 0. The finished cells cover 1460 um2. Across the routed clock network, the largest skew measured is 0.00187 ns. The report lists the power per cell area as 393 nW/um2.
## cells in the final DEF (no fill, tap or decap), drive strengths merged, types with 3 or more instances in the layout
| cell | count |
|---|---|
| dfxtp | 25 |
| nor2 | 20 |
| nand2 | 13 |
| inv | 10 |
| xnor2 | 8 |
| ha | 7 |
| nand3 | 5 |
| nor3 | 5 |
| nand4 | 4 |
| a21oi | 4 |
| mux2i | 4 |
| xor2 | 4 |
| o21ai | 3 |
| clkbuf | 3 |
| edfxtp | 3 |
| nor4 | 3 |
## through the flow
stage               hold WS [ns]  std cells
floorplan                  0.424        143
global placement           0.449        217
detailed placement         0.459        217
CTS                        0.472        221
global route               0.483        221
finish                     0.469        221
## tightest hold or removal path, stage by stage (launching register included)
cell	delay, ns
dfxtp_1	0.32
nand2_1	0.05
mux2i_1	0.05
## routing by layer
layer  up-vias  wire [um]  track usage, %
li1        476          -               -
met1       415       1120            5.43
met5         -          0               0
met3         2         31           0.542
met4         0          9           0.535
met2         3        824            5.41
## final timing paths
| check | cells after the start | from | end |
|---|---|---|---|
| worst max register to register | 4 | uart_tx.cnt[9]$_SDFF_PP0_ | uart_tx.cnt[3]$_SDFF_PP0_ |
| worst min register to register | 2 | uart_tx.q$_SDFFE_PP0P_ | uart_tx.q$_SDFFE_PP0P_ |
| worst max-delay path | 4 | uart_tx.cnt[9]$_SDFF_PP0_ | uart_tx.cnt[3]$_SDFF_PP0_ |
| worst min-delay path | 2 | uart_tx.q$_SDFFE_PP0P_ | uart_tx.q$_SDFFE_PP0P_ |
## state kept, by name (all words and copies together), names as in the netlist
register and count:
rom.q 6, uart_tx.addr_rom 3, uart_tx.q 1, uart_tx.bit_num 4
uart_tx.cnt 14
## where the power goes
group | switching, uW | internal [uW]
combinational | 0 | 0
sequential | 0 | 323
clock | 97.9 | 153
## cell type report
cell class                 instances  area [um2]  area share, %
inverter                          10        37.5           2.57
tap                               80         100           6.86
clock inverter                     1        30.0           2.06
timing repair buffer               1        10.0          0.686
sequential                        28         591           40.4
clock buffer                       3        41.3           2.83
multi-input combinational         98         651           44.6
## cells by family after synthesis
logic type | Yosys count
xor+xnor | 12
simple gates | 59
flops | 28
buf+inv | 17
fa+ha+maj | 8
compound gates | 14
mux | 5
Power is estimated from default activity; no workload was simulated.
